`/design/flow/config.mk`:
```
export PLATFORM = sky130hd
export DESIGN_NAME = TLC
export DESIGN_NICKNAME = TLC
export VERILOG_FILES = /design/flow/design.v
export SDC_FILE = /design/flow/constraint.sdc
export NUM_CORES = 4
export LEC_CHECK = 1
export CORE_UTILIZATION = 30
```
`/design/flow/constraint.sdc`:
```
current_design TLC

set clk_period 7.4
set clk_io_pct 0.2

create_clock -name clk0 -period $clk_period [get_ports {clk}]

set non_clock_inputs [all_inputs -no_clocks]
set_input_delay [expr $clk_period * $clk_io_pct] -clock clk0 $non_clock_inputs
set_output_delay [expr $clk_period * $clk_io_pct] -clock clk0 [all_outputs]
```
`/design/flow/design.v`:
```
module TLC (  
    input logic Pedestrian_req,  
    input logic clk, reset, 
    output logic [2:0]NS_LEDS ,EW_LEDS,
    output logic Pedestrian_allow
);
parameter int green_time = 10;
parameter int yellow_time = 5;
parameter int red_time = 15;
parameter int Pedestrian_time=15;
logic pedestrian_wait = 0 ;
int time_counter =0;
int pedestrian_timer =0;
logic[2:0] RED =    3'b100,      
           YELLOW = 3'b010,     
           GREEN =  3'b001;    
parameter[2:0]  NS_GREEN =  3'b000,
                NS_YELLOW = 3'b001,
                EW_GREEN =  3'b010,
                EW_YELLOW = 3'b011,
                PEDESTRIAN =3'b100;  
reg [2:0] current_state, next_state;
always @(*) begin
    case (current_state)
        NS_GREEN:  next_state = NS_YELLOW;      
        NS_YELLOW: next_state = EW_GREEN;      
        EW_GREEN:  next_state = EW_YELLOW;    
        EW_YELLOW:
        begin
        if (pedestrian_wait) next_state = PEDESTRIAN;   
        else next_state = NS_GREEN;      
        end 
        PEDESTRIAN: next_state = NS_GREEN;
        default:    next_state = NS_GREEN;   
    endcase
end
always @(posedge clk or posedge reset) 
begin
    if (reset) 
    begin
        current_state <= NS_GREEN;   
        time_counter <= green_time;
        pedestrian_timer <= 0;
        pedestrian_wait <= 0 ;
        Pedestrian_allow <=0 ;
    end else
    begin
         if (Pedestrian_req && pedestrian_timer == 0 && !pedestrian_wait) begin
                pedestrian_timer <= Pedestrian_time;   
                pedestrian_wait <= 1;
                end    
        if (time_counter == 0) 
        begin
            current_state <= next_state;   
            case (next_state)
                NS_GREEN:  time_counter <= green_time;   
                NS_YELLOW: time_counter <= yellow_time;
                EW_GREEN:  time_counter <= green_time;
                EW_YELLOW: time_counter <= yellow_time;
                PEDESTRIAN:time_counter <= Pedestrian_time;  
             endcase
        end else 
        begin
            time_counter <= time_counter - 1;   
        end
            if (current_state == PEDESTRIAN && next_state == NS_GREEN) begin
                pedestrian_wait <= 0;   
            end
    end
end
always @(*) begin 
    Pedestrian_allow = 0;
    case (current_state)
        NS_GREEN: begin
            NS_LEDS = GREEN;
            EW_LEDS = RED;
        end
        NS_YELLOW: begin
            NS_LEDS = YELLOW;
            EW_LEDS = RED;
        end
        EW_GREEN: begin
            NS_LEDS = RED;
            EW_LEDS = GREEN;
        end
        EW_YELLOW: begin
            NS_LEDS = RED;
            EW_LEDS = YELLOW;
        end
        PEDESTRIAN: begin
            NS_LEDS = RED;
            EW_LEDS = RED;
            Pedestrian_allow = 1;   
        end
        default: begin
            NS_LEDS = RED;
            EW_LEDS = RED;
        end
    endcase
end
endmodule
```
`/design/flow/run.sh`:
```
#!/bin/bash
# OpenROAD 26Q1-2900-gdf79404cd8, Yosys 0.63+post, stock flow scripts
make -C /OpenROAD-flow-scripts/flow DESIGN_CONFIG=/design/flow/config.mk WORK_HOME=/design/flow/orfs finish
```
==> out/metrics.csv <==
stage,metric,value,unit
floorplan,die_y,83.5,µm
synth,synth_area_per_cell,9.40,µm²
cts,cts.sinks,39,
pwr,p_total,0.357,mW
sta,finalCriticalPeriod,2820,ps
worst_setup_path,critPathArrivalTime,1340,ps
worst_setup_path,r2r_end,time_counter[3]$_DFFE_PP1P_,
worst_hold_path,min_path_type,flip-flop to flip-flop,
routing,dr.pass1.iters,4,
routing,num_antenna_cells,0,
worst_setup_path,r2r-start,time_counter[0]$_DFFE_PP0P_,
finish,postLayoutCoreUtil,34.4,%
cts,htreeDepth,2,
grt,grt_overflow_total,0,
sta,rsz0062_at_grt,no,
routing,via_count,1501,
worst_setup_path,crit_buf_inv,1,
sta,whs,457,ps
placement,dpl_cell_area,2110,µm²
job,log.warning_count,25,
cts,numCtsBuffers,5,
finish,finalInstanceArea,2200,µm²
placement,hpwl,2.42,mm
synth,yosys_cells,212,
sta,slew_headroom,61.3,%
routing,dr.first_iter.drc_count,74,
routing,drtAntennaViolNets,0,
finish,layout-drive-gt1-share,10.0,%
sta,finalSetupViolations,0,
worst_setup_path,critical_path_class,flip-flop to output pin,
worst_setup_path,crit_required,5920,ps
placement,dp_cells,288,
placement,port_buffers,8,
floorplan,die_x,83.5,µm
worst_hold_path,whs_path_depth,1,
cts,hold_buffers,0,
placement,dp_worst_setup_slack,4720,ps
sta,finalHoldViolCount,0,
synth,syn_inst,212,
grt,antenna_found_initial,0,
routing,drc,0,
placement,routabilityCongestion,0.811,
grt,grt_pass1_wl,6.51,mm
cts,root_buffer,clkbuf_8,
cts,cts.repair.resized,0,
cts,clkTransAtPathRegs,70,ps
routing,wl_per_cell,12.5,µm
cts,cts_tree,built,
finish,syn2layout_area_growth,10.2,%
worst_setup_path,slowest_delay,470,ps
floorplan,core-area,6390,µm²
sta,fin_ws,4580,ps
sta,finalClockPeriodUsage,38.1,%
worst_setup_path,start_kind,flip-flop,
synth,ys_seq_share,49.2,%
grt,grt_pass1_vias,1381,
synth,netlist_area,1990,µm²
synth,synth_cell_types,43,
pwr,power.density,162,nW/µm²
synth,synth_flops,39,
cts,clock_latency,290,ps
job,drv_cap,0,
floorplan,rows,29,
grt,grt_use_total,11.7,%
sta,worst_slew_pin_slew,579,ps
synth,yosys_area,1990,µm²
worst_setup_path,r2r_slack,4690,ps
routing,finalWirelength,3.71,mm
cts,clock_path_buffers,2,
cts,post-cts-setup-buffers,0,
sta,skew,3.00,ps
worst_setup_path,crit_family,flip-flops,
floorplan,ios,10,
grt,grt_start_max_net_pins,40,
finish,most-common-layout-cells,"dfrtp_1, nand2_1, nor2_1",
worst_setup_path,end_kind,output pin,
pwr,leakagePower,1.02,nW
worst_setup_path,cp_cell_sequence,nor2_1 -> clkdlybuf4s50_1,
floorplan,initial_utilization,31.2,%
worst_hold_path,hold_end,pedestrian_timer[0]$_DFFE_PP0P_,
finish,fin_cells,296,
worst_hold_path,hp-start,pedestrian_timer[0]$_DFFE_PP0P_,
pwr,vdd_drop_max,0.0981,mV
worst_setup_path,slowest_stage,dfrtp_1,
worst_setup_path,path_max_fanout,8,
worst_setup_path,reg2regPathDepth,8,
sta,fmax,0.355,GHz
finish,layout_top_cell,dfrtp_1,
routing,post_drt_via_cell_ratio,5.07,
sta,slew_viol_final,0,
synth,yosysWarnings,3,
sta,tns,0,ps
floorplan,die_area,6970,µm²
outcome,status,completed,
==> metal layers <==
layer  vias up  GRT usage [%]  share of wire [%]
met5         -              0                  0
met2        21           18.2                 45
met3         4           2.01                3.0
met1       718           18.6                 51
li1        758              -                  -
met4         0           1.08               0.89
==> cells by family after synthesis <==
family                     Yosys count  share of synthesized area [%]
and+or+nand+nor                    102                           27.4
AOI/OAI and AO/OA                   40                           12.4
DFF                                 39                           49.2
buffers and inverters               18                           4.90
xor gates and xnor gates             8                           3.52
muxes                                3                           1.82
adders and majority gates            1                          0.628
other                                1                          0.188
==> flip-flops by register name (all words and copies together), names as in the netlist, named ones only <==
| register | cells |
|---|---|
| pedestrian_timer | 1 |
| current_state | 2 |
| pedestrian_wait | 1 |
| time_counter | 32 |
==> where the power goes <==
part / internal [mW] / switching, mW
combinational: 0.00139 / 0.00432
clock: 0.0645 / 0.0736
sequential: 0.213 / 0
==> worst register-to-register path, stage by stage, from the launching register on <==
cell and delay (ps):
dfrtp_1 420, inv_1 70, ha_1 190, nor3b_1 410, and3_1 370, and3_1 570
buf_4 300, nor3_1 80, a211oi_2 200
==> layout make-up <==
type	count	area, µm²
Multi-Input combinational cell	155	916
Tap cell	77	96.3
Clock buffer	5	68.8
Clock inverter	3	15.0
Inverter	7	26.3
Fill cell	642	4190
Timing Repair Buffer	10	95.1
Sequential cell	39	980
==> worst max-delay path by stage <==
| stage | depth (start not counted) | slack, ps | start | end |
|---|---|---|---|---|
| after CTS | 1 | 4570 | current_state[0]$_DFF_PP1_ | NS_LEDS[0] |
| after global routing | 8 | 4440 | time_counter[0]$_DFFE_PP0P_ | time_counter[3]$_DFFE_PP1P_ |
| final | 2 | 4580 | flip-flop | EW_LEDS[2] |
==> synth_stat cells, drive strengths merged <==
master  count  area share, %
a211oi      2            1.0
a21o        5            1.9
a21oi       6            1.5
and2        1           0.31
and3        3           0.94
and4        1           0.44
and4b       1           0.50
buf         7            2.8
clkbuf      4           0.75
conb        1           0.19
dfrtp      36             45
dfstp       3            4.0
ha          1           0.63
inv         7            1.3
mux2        2            1.3
mux2i       1           0.50
nand2      32            6.0
nand3       8            2.0
nand3b      3            1.1
nand4       3           0.94
nor2       19            3.6
nor2b       1           0.31
nor3       13            3.5
nor3b       2           0.75
nor4        7            3.9
o211ai      3            1.1
o21ai      18            4.5
o31ai       4            1.5
o41ai       2           0.88
or2         1           0.31
or3         2           0.63
or4         5            2.1
xnor2       6            2.6
xor2        2           0.88
No activity file was given, so power comes from the tool's default toggle rates.
